File: config.mk
export PLATFORM = sky130hd
export DESIGN_NAME = fpga_fun
export DESIGN_NICKNAME = fpga_fun
export VERILOG_FILES = /design/flow/design.v
export SDC_FILE = /design/flow/constraint.sdc
export NUM_CORES = 4
export LEC_CHECK = 1
export CORE_AREA = 10 10 93 93
export DIE_AREA = 0 0 103 103
File: constraint.sdc
current_design fpga_fun

set clk_period 2.6
set clk_io_pct 0.2

create_clock -name clk0 -period $clk_period [get_ports {clk}]

set non_clock_inputs [all_inputs -no_clocks]
set_input_delay [expr $clk_period * $clk_io_pct] -clock clk0 $non_clock_inputs
set_output_delay [expr $clk_period * $clk_io_pct] -clock clk0 [all_outputs]
File: design.v
module fpga_fun( clk, seg, dig);
input clk;
output [7:0] seg;
output [7:0] dig; 
parameter N = 18;
reg [N-1:0] count; 
reg [3:0] d; 
reg [7:0] seg;
reg [7:0] an; 
always @ (posedge clk)
 begin
  count <= count + 1;
  case(count[N-1:N-3])  
   0:
    begin
     d = 4'd7;
     an = 8'b11111110;
    end
   1:  
    begin
     d = 4'd6;
     an = 8'b11111101;
    end
   2:  
    begin
     d = 4'd5; 
     an = 8'b11111011;
    end
   3:  
    begin
     d = 4'd4;
     an = 8'b11110111;
    end
   4:
    begin
     d = 4'd3;
     an = 8'b11101111;
    end
   5:  
    begin
     d = 4'd2;
     an = 8'b11011111;
    end
   6:  
    begin
     d = 4'd1;
     an = 8'b10111111;
    end
   7:  
    begin
     d = 4'd0;
     an = 8'b01111111;
    end
  endcase
 end
assign dig = an;
always @ (dd)
 begin
  seg[7] = 1'b1; 
  case(d)
     4'd0 : seg[6:0] = 7'b1000110;  
     4'd1 : seg[6:0] = 7'b0001100;  
     4'd2 : seg[6:0] = 7'b0000110;  
     4'd3 : seg[6:0] = 7'b1111001;  
     4'd4 : seg[6:0] = 7'b0000010;  
     4'd5 : seg[6:0] = 7'b0000010;  
     4'd6 : seg[6:0] = 7'b0001000;  
     4'd7 : seg[6:0] = 7'b0001100;  
   default : seg[6:0] = 7'b1111111;  
  endcase
 end 
endmodule
File: run.sh
#!/bin/bash
# OpenROAD 26Q1-2900-gdf79404cd8, Yosys 0.63+post, stock flow scripts
make -C /OpenROAD-flow-scripts/flow DESIGN_CONFIG=/design/flow/config.mk WORK_HOME=/design/flow/orfs finish
==> impl_metrics.csv <==
group,metric,value,unit
yosys,ys_sh_xor,13.29,%
grt,antenna_found_initial,0,
clock_network,clk_pin_slew_worst_paths,0.06,ns
placement,dpl.hpwl,1128,µm
routing,wl_per_cell,7.776,µm
finish,comb_area,415.4,µm²
critical_path,rr_worst_depth,5,
final_timing,rsz0062_at_grt,"no",
clock_network,cts-buffers-inserted,5,
yosys,topCombFamilyByArea,"simple AND/OR/NAND/NOR gates",
yosys,avgSynthCellArea,10.65,µm²
final_timing,layout_min_cycle_time,1.999,ns
grt,grt_overflow_total,0,
critical_path,crit_family,"buffers and inverters",
pwr,power.density,658.3,nW/µm²
yosys,ys_sh_mux,0.9490,%
critical_path,critPathBufInv,1,
yosys,aoi_share,0.4745,%
routing,vias,652,
finish,fill_cells,739,
critical_path,cp_slowest_cell,"clkdlybuf4s50_1",
routing,first_pass_iters,3,
floorplanning,core_area,6756,µm²
pwr,vdd_drop_max,0.2763,mV
clock_network,cts_setup_buffers,0,
yosys,top_area_cell,"dfxtp_1",
clock_network,cts.sinks,29,
critical_path,required,2.08,ns
yosys,area_leaders,"dfxtp_1 55%, xnor2_1 8.3%, nand3_1 5.2%, xor2_1 5.0%, nor4_4 4.0%",
critical_path,crit_fanout,3,
clock_network,cts_tree,"built",
floorplanning,io_pins,17,
clock_network,cts_buffer_depth,2,
routing,first_iter_violations,22,
final_timing,fin_tns_setup,0,ns
min_path,min_path_cells,1,
yosys,synth_cell_type_count,22,
routing,drc,0,
yosys,ys_ff,29,
run,drv_cap,0,
critical_path,path_cells,"ha_1 > nor2b_1 > clkdlybuf4s50_1",
routing,post_drt_via_cell_ratio,3.327,
yosys,ys_cells,99,
run,warnings,26,
routing,ant_nets,0,
yosys,simple_gate_share,20.76,%
critical_path,critPathKind,"reg -> out",
final_timing,drv_slew,0,
finish,drive_gt1_share,11.21,%
clock_network,htreeDepth,2,
routing,wl,1524,µm
yosys,synth_cells,99,
clock_network,hold_buffers,0,
finish,register_area,580.6,µm²
final_timing,fin_skew,0.005410,ns
floorplanning,die_area,10610,µm²
placement,dp_cells,188,
finish,final_cells,196,
outcome,status,"complete, no violations",
yosys,seq_area_frac_synth,55.04,%
final_timing,fmax,500.2,MHz
critical_path,endpoint_kind,"primary output",
critical_path,worstSetupStartpointType,"flip-flop",
floorplanning,initial_core_util,15.61,%
yosys,yosys_warnings,1,
clock_network,clk_latency,0.27,ns
placement,port_buffers,15,
final_timing,hold_violations,0,
yosys,synth_adder_area_share,3.559,%
grt,grt_max_degree,10,
grt,grt_pass1_wl,2649,µm
yosys,ys_area,1055,µm²
clock_network,clock-root-buffer,"clkbuf_8",
routing,n_antenna_cell,0,
critical_path,reg2reg_slack,1.16,ns
final_timing,finalSetupViolCount,0,
placement,gp_congestion,0.7373,
pwr,cellLeakagePower,0.4844,nW
floorplanning,die_h,103,µm
grt,grt_use_total,3.027,%
clock_network,cts_resized,0,
floorplanning,die-width,103,µm
finish,area_delta_synth_final,31.32,%
critical_path,worstSetupPathDepth,3,
final_timing,period_used_share,76.89,%
floorplanning,num_rows,30,
grt,grt_pass1_vias,584,
yosys,synth_area,1055,µm²
min_path,min_path_type,"reg -> reg",
yosys,top_cell_area_share,55.04,%
critical_path,critPathMaxStageDelay,0.50,ns
critical_path,worst-endpoint-arrival,1.48,ns
## area by class of cell
cell class                      count  area share (%)
Sequential cell                    29           41.92
Multi-Input combinational cell     58           29.99
Timing Repair Buffer               15           10.84
Tap cell                           80           7.227
Clock buffer                        7           6.233
Clock inverter                      1           2.168
Inverter                            6           1.626
## layer usage
metal / track usage [%] / share of wire (%)
met1: 3.857 / 47
met2: 4.144 / 36
met3: 1.963 / 15
met4: 0.7487 / 1.6
met5: 0 / 0
## Yosys cell counts
master and n:
mux2i_1 1, nand3_4 1, nand3_1 11, buf_2 2
nand3_2 1, o21ai_0 1, xnor2_1 10, inv_1 4
ha_1 3, nor3_1 2, clkbuf_1 1, conb_1 1
nand2_1 9, dfxtp_1 29, nand4_1 2, inv_2 2
nor4_4 2, and3_1 2, nor2b_1 1, xor2_1 6
nor2_1 5, buf_4 3
## where the power goes
group / total, mW / internal (mW) / switching, mW
Combinational: 0.0000687 / 0 / 0.0000685
Sequential: 0.444 / 0.444 / 0
Clock: 0.467 / 0.312 / 0.156
Total: 0.912 / 0.756 / 0.156
## kinds of logic (layout without fill, tap and decap cells)
family          Yosys count  count (layout)
compound gates            1               1
xor+xnor                 16              16
mux                       1               1
fa+ha+maj                 3               3
simple gates             36              36
flops                    29              29
other cells               1               1
buf+inv                  12              29
## through the flow
| step | area [µm²] | util (%) | worst slack [ns] | hold slack (ns) | power [mW] |
|---|---|---|---|---|---|
| floorplan | 1055 | - | 1.313 | 0.3827 | 0.4552 |
| global placement | 1269 | 18.78 | 0.9039 | 0.3950 | 0.4543 |
| detailed placement | 1269 | 18.78 | 0.8716 | 0.4034 | 0.4543 |
| CTS | 1385 | 20.50 | 0.5617 | 0.4190 | 0.9305 |
| global route | 1385 | 20.50 | 0.4807 | 0.4388 | 0.9439 |
| finish | 1385 | 20.50 | 0.6009 | 0.4146 | 0.9119 |
## registers in the layout, summed over array words and instances (netlist names)
register  count
count        18
an            8
d             3
## placed cells by master (no fill, tap or decap)
cell type        instances
nor2_1                   5
nand3_4                  1
nor2b_1                  1
xor2_1                   6
clkdlybuf4s50_1         15
dfxtp_1                 29
nor4_4                   2
conb_1                   1
inv_1                    4
mux2i_1                  1
ha_1                     3
nand3_1                 11
nand2_1                  9
xnor2_1                 10
o21ai_0                  1
inv_2                    2
bufinv_16                1
nand4_1                  2
clkbuf_1                 1
clkbuf_8                 6
nand3_2                  1
nor3_1                   2
and3_1                   2
## final timing paths
path | from | end
hold / removal | count[0]$_DFF_P_ | count[0]$_DFF_P_
hold reg to reg | count[0]$_DFF_P_ | count[0]$_DFF_P_
setup reg to reg | count[0]$_DFF_P_ | count[16]$_DFF_P_
setup / recovery | d[0]$_DFF_P_ | seg[5]
Power and IR drop assume default switching activity.
